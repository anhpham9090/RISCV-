File: flow/run.sh
#!/bin/bash
# OpenROAD 26Q1-2900-gdf79404cd8, Yosys 0.63+post, stock flow scripts
make -C /OpenROAD-flow-scripts/flow DESIGN_CONFIG=/design/flow/config.mk WORK_HOME=/design/flow/orfs finish
File: flow/config.mk
export PLATFORM = sky130hd
export DESIGN_NAME = decode_hex
export DESIGN_NICKNAME = decode_hex
export VERILOG_FILES = /design/flow/design.v
export SDC_FILE = /design/flow/constraint.sdc
export NUM_CORES = 4
export LEC_CHECK = 1
export CORE_AREA = 10 10 70 70
export DIE_AREA = 0 0 80 80
export SYNTH_HDL_FRONTEND = slang
File: flow/constraint.sdc
current_design decode_hex

set clk_period 1.1
set clk_io_pct 0.2

create_clock -name clk0 -period $clk_period

set non_clock_inputs [all_inputs -no_clocks]
set_input_delay [expr $clk_period * $clk_io_pct] -clock clk0 $non_clock_inputs
set_output_delay [expr $clk_period * $clk_io_pct] -clock clk0 [all_outputs]
File: flow/design.v
module decode_hex (
  input 	logic [3:0] hex_digit,
  output logic [6:0] segment
);
	always_comb begin
		case (hex_digit)
			4'h0: segment = 7'b1000000;  
			4'h1: segment = 7'b1111001;  
			4'h2: segment = 7'b0100100;  
			4'h3: segment = 7'b0110000;  
			4'h4: segment = 7'b0011001;  
			4'h5: segment = 7'b0010010;  
			4'h6: segment = 7'b0000010;  
			4'h7: segment = 7'b1111000;  
			4'h8: segment = 7'b0000000;  
			4'h9: segment = 7'b0011000;  
			default: segment = 7'b1111111;  
		endcase
	end
endmodule
==> impl_metrics.tcl <==
# implementation run metrics
set metrics [dict create \
    outcome "finished with violations" \
    violations "setup timing" \
    fillerInstances 368 \
    nClkBuffers 0 \
    arrival_ns 0.94 \
    crit_fanout 5 \
    fmax_ghz 0.860 \
    clkPwrFrac_pct 0 \
    leakagePower_nw 0.259 \
    ys_chip_area_um2 241 \
    swShare_pct 43.4 \
    slowest_stage "nor3b_4" \
    vias 338 \
    cts_hold_buf 0 \
    layout_setup_ws_ns -0.0630 \
    seqCellArea_um2 0 \
    stdcell_area_um2 631 \
    p_sw_uw 98.1 \
    wl_per_cell_um 9.43 \
    setup_viol 5 \
    drt-pass1-iter-count 2 \
    grt_use_total_pct 2.77 \
    drt_iter0_drc 24 \
    grt_pass1_vias 332 \
    hpwl_um 606 \
    ys_cells 34 \
    grt_pass1_wl_um 1550 \
    area_growth_pct 161 \
    finalPower_uw 226 \
    drcViolationCount 0 \
    fin_cells 105 \
    crit_type "in -> out" \
    via_per_inst 3.22 \
    tightest_slew_ns 0.263 \
    path_cells "buf_8 -> buf_6 -> ha_4 -> nor3b_4 -> nor2_1 -> buf_2" \
    io_pins 11 \
    vdd_ir_drop_max_uv 66.8 \
    cpPeakStageDelay_ns 0.17 \
    fp_util_pct 7.07 \
    synth_area_um2 241 \
    ys_seq_share_pct 0 \
    synthTopCellsByArea "ha_1 26%, o21ai_2 18%, o21ai_1 8.3%" \
    seq_power_share_pct 0 \
    worstPathRequired_ns 0.88 \
    yosysWarnings 0 \
    ant_nets 0 \
    finalCritPeriodShare_pct 106 \
    worst_hold_slack_ns 0.773 \
    post_dp_cell_area_um2 445 \
    crit_buf_inv 3 \
    start_kind "input port" \
    pwr-share-comb_pct 100.0 \
    endpoint_kind "output port" \
    row_count 21 \
    dp_cells 96 \
    p_int_uw 128 \
    drive_gt1_share_pct 88.1 \
    synthCells 34 \
    avgSynthCellArea_um2 7.10 \
    largest_area_cell "ha_1" \
    pre_cts_slack_ns -0.883 \
    grt_overflow 0 \
    routed_wl_um 990 \
    top_area_share_pct 25.9 \
    die_x_um 80 \
    critPathTopFamily "buffers and inverters" \
    power.density_mw_per_mm2 358 \
    core_area_mm2 0.00342 \
    max_cap_viol_count 0 \
    port_buffers 11 \
    slew_headroom_pct 82.5 \
    hold_class "in -> out" \
    netlist-cell-type-count 14 \
    synthTopCellsByCount "5 x ha_1, 5 x o21ai_2, 4 x nor2_1, 4 x o21ai_1" \
    antenna_found_initial 0 \
    rsz0062_at_grt "true" \
    grt_max_degree 12 \
    gp_routability_congestion 0.866 \
    die_y_um 80 \
    ff_count 0 \
    die_area_mm2 0.00640 \
    diodes 0 \
    period_minus_slack_ns 1.16 \
    slew_viol_final 0 \
    warnings 38 \
    finalHoldViolations 0 \
]
## metal layers
| layer | part of all wire [%] | vias to the layer above | track usage [%] |
|---|---|---|---|
| met3 | 7.1 | 0 | 0.455 |
| met1 | 43 | 163 | 3.89 |
| li1 | - | 168 | - |
| met5 | 0 | - | 0 |
| met4 | 0 | 0 | 0 |
| met2 | 50 | 7 | 4.57 |
## kinds of logic (layout without fill, tap and decap cells)
kind of cell / Yosys count / count (layout) / synth area share, %
AND-OR/OR-AND: 13 / 13 / 34.7
AND/OR/NAND/NOR: 11 / 11 / 28.0
adder cells (fa/ha/maj): 5 / 5 / 25.9
buffers and inverters: 5 / 30 / 11.4
## power groups by stage
stage	clock, mW	sequential (mW)	combinational (mW)
4_1_cts	0	0	0.191
5_1_grt	0	0	0.245
6_report	0	0	0.226
## metrics by stage
| step | utilization (%) | TNS (ns) |
|---|---|---|
| 3_5_place_dp | 13.0 | -5.86 |
| 3_3_place_gp | 13.0 | -5.91 |
| 5_1_grt | 18.5 | -0.454 |
| 6_report | 18.5 | -0.225 |
| 2_1_floorplan | - | 0 |
| 4_1_cts | 16.4 | -0.517 |
## cell usage in the layout (no fill, tap or decap)
cell / Yosys / layout
ha_4: 0 / 5
o21ai_4: 0 / 1
nand2b_4: 0 / 3
buf_2: 1 / 8
inv_4: 0 / 1
buf_6: 1 / 6
nand2b_1: 2 / 1
o21ai_2: 5 / 7
o21ai_1: 4 / 2
buf_8: 0 / 2
nor2_1: 4 / 3
inv_8: 0 / 1
inv_2: 0 / 1
nand2_2: 1 / 2
nor3b_4: 0 / 1
a21oi_2: 0 / 2
nor2_2: 0 / 1
a21oi_1: 3 / 1
buf_4: 0 / 11
## tightest hold or removal path: stages
cell	delay, ns
buf_6	0.11
nor3b_4	0.05
nor2_1	0.07
buf_2	0.10
## final cells by class
type | count | area, µm² | share of cell area (%)
timing repair buffer | 27 | 220 | 34.9
inverter | 3 | 21.3 | 3.37
multi-input combinational | 29 | 332 | 52.6
tap | 46 | 57.6 | 9.13
## path summary, 6_finish.rpt
path,start,end,slack (ns),cells after the start
setup / recovery,hex_digit[1],segment[6],-0.06,6
hold / removal,hex_digit[3],segment[5],0.77,4
## what timing repair did
| item | in CTS | in global routing |
|---|---|---|
| pin swaps | 13 | 12 |
| endpoints found under the setup margin | 7 | 7 |
| resized | 60 | 18 |
| setup buffers | 10 | 0 |
Power is estimated from default activity; no workload was simulated.
